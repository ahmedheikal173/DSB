==> design/flow/run.sh <==
#!/bin/bash
# OpenROAD 26Q1-2900-gdf79404cd8, Yosys 0.63+post, stock flow scripts
make -C /OpenROAD-flow-scripts/flow DESIGN_CONFIG=/design/flow/config.mk WORK_HOME=/design/flow/orfs finish
==> design/flow/config.mk <==
export PLATFORM = sky130hd
export DESIGN_NAME = Synch_Reg
export DESIGN_NICKNAME = Synch_Reg
export VERILOG_FILES = /design/flow/design.v
export SDC_FILE = /design/flow/constraint.sdc
export NUM_CORES = 4
export LEC_CHECK = 1
export CORE_AREA = 10 10 88 88
export DIE_AREA = 0 0 98 98
==> design/flow/constraint.sdc <==
current_design Synch_Reg

set clk_period 1.0
set clk_io_pct 0.2

create_clock -name clk0 -period $clk_period [get_ports {CLK}]

set non_clock_inputs [all_inputs -no_clocks]
set_input_delay [expr $clk_period * $clk_io_pct] -clock clk0 $non_clock_inputs
set_output_delay [expr $clk_period * $clk_io_pct] -clock clk0 [all_outputs]
==> design/flow/design.v <==
`timescale 1ns / 1ps
module DFF_synch 
(
    input D,
    input CLK,
    input rst,En,
    output reg Q
);
    always @(posedge CLK ) 
    begin
        if(rst)
            Q <=1'b0;
        else
            if(En)
                Q<=D;
    end 
endmodule
`timescale 1ns / 1ps
module Synch_Reg #(parameter  N=18)
(
    input [N-1:0]D,
    input CLK,
    input RST,En,
    output [N-1:0]Q
);
    genvar i;
    generate
        for(i = 0; i < N; i= i+1)
        begin
            DFF_synch D_FF_S(D[i],CLK,RST,En,Q[i]);   
        end
    endgenerate
endmodule
==> results.sh <==
# yosys + openroad results
export IMPL_finClkSkew_ns=0
export IMPL_critical_path_top_delay_family="flip-flops"
export IMPL_drt_iter0_drc=9
export IMPL_sequentialPowerShare_pct=47.9
export IMPL_regMostFlops="genblk1.D_FF_S.Q"
export IMPL_largestRegisters="genblk1.D_FF_S.Q: 18 flops"
export IMPL_wl_per_cell_um=11.7
export IMPL_min_path_cells=2
export IMPL_placed_cells=170
export IMPL_htree_levels=1
export IMPL_slew_headroom_pct=91.5
export IMPL_coreArea_um2=5920
export IMPL_drc_errors=0
export IMPL_synth_top_area_share_pct=45.9
export IMPL_finalWeightedCongestion=0.735
export IMPL_drv_slew=0
export IMPL_ctsHoldBuffers=0
export IMPL_fp_util_pct=13.3
export IMPL_fin_cells=176
export IMPL_antennaDiodeCount=0
export IMPL_min_from="genblk1[10].D_FF_S.Q$_SDFFE_PP0P_"
export IMPL_numCtsBuffers=3
export IMPL_hold_ws_ns=0.483
export IMPL_tool_warnings=25
export IMPL_grt_pass1_wl_um=3060
export IMPL_rows=28
export IMPL_power_frac_comb_pct=15.9
export IMPL_cp_max_fo=2
export IMPL_async_flop_share_pct=0
export IMPL_r2r_end="genblk1[1].D_FF_S.Q$_SDFFE_PP0P_"
export IMPL_netlist_area_um2=785
export IMPL_clk_latency_ns=0.25
export IMPL_setup_viol=0
export IMPL_clock_power_share_pct=36.2
export IMPL_grt_usage_pct=4.01
export IMPL_synth_main_ff_cell="dfxtp_1"
export IMPL_io_pins=39
export IMPL_reg2reg_depth=3
export IMPL_p_leak_nw=0.533
export IMPL_synth_cell_types=8
export IMPL_num_vias=532
export IMPL_holdCritPathClass="flop to flop"
export IMPL_cp_buffers_inverters=1
export IMPL_fmax_mhz=1050
export IMPL_design_area_um2=1210
export IMPL_critical_path_arrival_ns=0.76
export IMPL_crit_type="flop to output pin"
export IMPL_min_period_ns=0.957
export IMPL_power_total_mw=1.65
export IMPL_p_sw_mw=0.344
export IMPL_place_area_um2=1130
export IMPL_internal_power_mw=1.30
export IMPL_cts_tree="built"
export IMPL_die_area_um2=9600
export IMPL_fin_setup_tns_ns=0
export IMPL_cp_start_kind="flop"
export IMPL_worstMarginPinSlew_ns=0.124
export IMPL_ys_flops=18
export IMPL_first_pass_iters=3
export IMPL_maxCapViolCount=0
export IMPL_p_per_area_nw_per_um2=1360
export IMPL_dp_hpwl_um=1440
export IMPL_ys_area_um2=785
export IMPL_io_buffers=38
export IMPL_yosysWarnings=1
export IMPL_clock_sinks=18
export IMPL_common_cells="buf_4, dfxtp_1, mux2i_1, nor2_1"
export IMPL_r2r_start="genblk1[1].D_FF_S.Q$_SDFFE_PP0P_"
export IMPL_area_delta_synth_final_pct=54.4
export IMPL_grt_max_degree=19
export IMPL_peakVddDrop_v=0.000575
export IMPL_synth_seq_share_pct=45.9
export IMPL_drtAntennaViolNets=0
export IMPL_grt_pass1_vias=542
export IMPL_cp_slowest_cell="dfxtp_2"
export IMPL_routed_wirelength_um=2050
export IMPL_grt_overflow=0
export IMPL_cp_slowest_stage_delay_ns=0.33
export IMPL_die_h_um=98
export IMPL_worstPathRequired_ns=0.80
export IMPL_utilization_pct=20.5
export IMPL_area_leaders="dfxtp_1, mux2i_1, buf_4"
export IMPL_clk_pin_slew_ns=0.07
export IMPL_cp_cell_sequence="clkdlybuf4s15_1"
export IMPL_die_x_um=98
export IMPL_post_route_period_util_pct=95.7
export IMPL_layout_setup_ws_ns=0.0433
export IMPL_largest_reg_flops=18
export IMPL_final_hold_violation_count=0
export IMPL_min_to="genblk1[10].D_FF_S.Q$_SDFFE_PP0P_"
export IMPL_r2r_slack_ns=0.29
export IMPL_status="finished clean"
export IMPL_syn_inst=76
export IMPL_edf_count=0
export IMPL_antenna_found_initial=0
export IMPL_yosys_cells=76
export IMPL_preCtsSetupSlack_ns=-0.285
export IMPL_cp_end_kind="output pin"
export IMPL_cts_root_buf="clkbuf_8"
export IMPL_clk_path_buf_depth=2
export IMPL_p_sw_share_pct=20.9
export IMPL_synth_area_leader_cell="dfxtp_1"
export IMPL_drive_gt1_share_pct=33.7
export IMPL_viasPerCell=3.02
export IMPL_avgSynthCellArea_um2=10.3
==> how the worst max path moves through the flow <==
stage / startpoint / end / slack [ns] / depth (start not counted)
4_1_cts: genblk1[9].D_FF_S.Q$_SDFFE_PP0P_ / Q[9] / 0.003 / 1
5_1_grt: genblk1[1].D_FF_S.Q$_SDFFE_PP0P_ / Q[1] / -0.002 / 1
6_report: genblk1[12].D_FF_S.Q$_SDFFE_PP0P_ / Q[12] / 0.04 / 1
==> repair_timing <==
action                     CTS  global route
setup endpoints to repair   22             8
gates cloned                 1             0
buffers inserted             0             1
gates resized               55             7
==> kinds of logic (layout without fill, tap and decap cells) <==
family / Yosys count / in the layout / synth area share, %
buf+inv: 22 / 47 / 22.5
mux: 18 / 18 / 23.0
flops: 18 / 18 / 45.9
simple gates: 18 / 18 / 8.61
==> power groups by stage <==
stage / sequential [mW] / clock (mW) / combinational (mW)
4_1_cts: 0.787 / 0.642 / 0.274
5_1_grt: 0.793 / 0.677 / 0.286
6_report: 0.788 / 0.595 / 0.262
==> per-layer routing <==
metal	part of all wire [%]	global-route usage (%)	wire [um]	vias to the layer above
met5	0	0	0	-
met4	0	0.112	0	0
met3	13	2.92	268	0
met2	42	5.58	858	29
met1	45	5.18	927	225
li1	-	-	-	278
==> area by class of cell <==
cell class	instances	area [um2]
repair buffers	43	432
fillers	630	4710
clock buffers	4	55.1
multi-input cells	36	248
well taps	75	93.8
flip-flops and latches	18	383
==> placed cells by master, fill, tap and decap left out <==
cell and n:
dfxtp_2 18, clkdlybuf4s15_1 11, clkdlybuf4s50_1 19, clkbuf_8 4, buf_4 2, clkbuf_2 7, nor2_1 18, mux2i_1 18
bufbuf_16 1, dlygate4sd2_1 1, buf_12 2
Power figures rest on the tool's default switching activity, not on a simulated workload.
